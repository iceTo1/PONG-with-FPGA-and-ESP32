`./config.mk`:
```
export PLATFORM = sky130hd
export DESIGN_NAME = FPGA
export DESIGN_NICKNAME = FPGA
export VERILOG_FILES = /design/flow/design.v
export SDC_FILE = /design/flow/constraint.sdc
export NUM_CORES = 4
export LEC_CHECK = 1
export CORE_UTILIZATION = 30
```
`./constraint.sdc`:
```
current_design FPGA

set clk_period 5.0
set clk_io_pct 0.2

create_clock -name clk0 -period $clk_period [get_ports {MAX10_CLK1_50}]

set non_clock_inputs [all_inputs -no_clocks]
set_input_delay [expr $clk_period * $clk_io_pct] -clock clk0 $non_clock_inputs
set_output_delay [expr $clk_period * $clk_io_pct] -clock clk0 [all_outputs]
```
`./design.v`:
```
module FPGA (
	input  wire       MAX10_CLK1_50,  
   input  wire       uart_rx,        
   output wire [3:0] VGA_R,          
   output wire [3:0] VGA_G,          
   output wire [3:0] VGA_B,          
   output wire       VGA_HS,         
   output wire       VGA_VS,         
   output wire [9:0] LEDR            
);
   reg pixclk = 1'b0;  
	always @(posedge MAX10_CLK1_50)
	begin
       pixclk <= ~pixclk;
   end
   wire [9:0] hcount;  
   wire [9:0] vcount;  
   wire       hsync, vsync, visible;
   vga_sync_640x480_60 u_sync (
        .clk    (pixclk),  
        .hcount (hcount),  
        .vcount (vcount),  
        .hsync  (hsync),   
        .vsync  (vsync),   
        .visible(visible)  
   );
   assign VGA_HS = hsync;
   assign VGA_VS = vsync;
   wire       rx_dv;    
   wire [7:0] rx_byte;  
   uart_rx_simple #(
       .CLKS_PER_BIT(434)           
   ) u_rx (
       .i_Clock    (MAX10_CLK1_50),
       .i_Rx_Serial(uart_rx),
       .o_Rx_DV    (rx_dv),
       .o_Rx_Byte  (rx_byte)
   );
   localparam S_IDLE  = 2'd0;  
   localparam S_DATA  = 2'd1;  
   localparam S_END   = 2'd2;  
   reg [1:0]  pkt_state   = S_IDLE;  
   reg [3:0]  byte_idx    = 4'd0;    
   reg [15:0] p1_y_next   = 16'd0;
   reg [15:0] p2_y_next   = 16'd0;
   reg [15:0] ball_x_next = 16'd0;
   reg [15:0] ball_y_next = 16'd0;
	reg [15:0] score = 16'd0;
   reg [9:0]  p1_y_reg    = 10'd200;
   reg [9:0]  p2_y_reg    = 10'd200;
   reg [9:0]  ball_x_reg  = 10'd320;
   reg [9:0]  ball_y_reg  = 10'd240;
   reg [7:0] last_rx_byte = 8'd0;
   function [9:0] clamp_y;
      input [15:0] val;  
      reg   [15:0] tmp;  
   begin
		tmp = val;  
		if (tmp[15])
		begin
			tmp = 16'd0;
		end
		if (tmp > 16'd479)
		begin
			tmp = 16'd479;
		end
      clamp_y = tmp[9:0];
	end
   endfunction
   function [9:0] clamp_x;
      input [15:0] val;
      reg   [15:0] tmp;
   begin
      tmp = val;
      if (tmp[15])
		begin
			tmp = 16'd0;
		end
      if (tmp > 16'd639)
		begin
			tmp = 16'd639;
		end
      clamp_x = tmp[9:0];
   end
   endfunction
   always @(posedge MAX10_CLK1_50)  
	begin
      if (rx_dv)
		begin
         last_rx_byte <= rx_byte;
         case (pkt_state)
            S_IDLE:
				begin
					if (rx_byte == 8'hA5)
					begin
						pkt_state <= S_DATA;
                  byte_idx  <= 4'd0;  
               end
            end
            S_DATA:
				begin
					case (byte_idx)
                  4'd0: p1_y_next[15:8]   <= rx_byte;  
                  4'd1: p1_y_next[7:0]    <= rx_byte;  
                  4'd2: p2_y_next[15:8]   <= rx_byte;  
                  4'd3: p2_y_next[7:0]    <= rx_byte;  
                  4'd4: ball_x_next[15:8] <= rx_byte;  
                  4'd5: ball_x_next[7:0]  <= rx_byte;  
                  4'd6: ball_y_next[15:8] <= rx_byte;  
                  4'd7: ball_y_next[7:0]  <= rx_byte;  
						4'd8: score[15:8]       <= rx_byte;  
                  4'd9: score[7:0]  <= rx_byte;  
					default: ;
					endcase
					if (byte_idx == 4'd9)
					begin
						pkt_state <= S_END;
					end
						byte_idx <= byte_idx + 1'b1;
				end
				S_END:
				begin
					if (rx_byte == 8'h5A)
					begin
						p1_y_reg   <= clamp_y(p1_y_next);
						p2_y_reg   <= clamp_y(p2_y_next);
						ball_x_reg <= clamp_x(ball_x_next);
						ball_y_reg <= clamp_y(ball_y_next);
					end
					pkt_state <= S_IDLE;
				end
				default: pkt_state <= S_IDLE;
			endcase
		end
	end
   localparam PADDLE_W   = 10;  
   localparam PADDLE_H   = 60;  
   localparam BALL_SIZE  = 8;   
	localparam tick_W = 3;
	localparam tick_H = 10;
   localparam P1_X = 20;                
   localparam P2_X = 640-20-PADDLE_W;   
	localparam tickp1_x1 = 20;
	localparam tickp1_x2 = tickp1_x1 + 8;
	localparam tickp1_x3 = tickp1_x2 + 8;
	localparam tickp1_x4 = tickp1_x3 + 8;
	localparam tickp2_x1 = 640-20-tick_W;
	localparam tickp2_x2 = tickp2_x1 - 8;
	localparam tickp2_x3 = tickp2_x2 - 8;
	localparam tickp2_x4 = tickp2_x3 - 8;
	localparam tick_y = 20;
   wire paddle1_on = (hcount >= P1_X) &&
                     (hcount <  P1_X + PADDLE_W) &&
                     (vcount >= p1_y_reg) &&
                     (vcount <  p1_y_reg + PADDLE_H);
   wire paddle2_on = (hcount >= P2_X) &&
                     (hcount <  P2_X + PADDLE_W) &&
                     (vcount >= p2_y_reg) &&
                     (vcount <  p2_y_reg + PADDLE_H);
   wire ball_on    = (hcount >= ball_x_reg) &&
                     (hcount <  ball_x_reg + BALL_SIZE) &&
                     (vcount >= ball_y_reg) &&
                     (vcount <  ball_y_reg + BALL_SIZE);
	wire score_on = (hcount >= tickp1_x1) &&
                    (hcount <  tickp1_x1 + tick_W) &&
                    (vcount >= tick_y) &&
                    (vcount <  tick_y + tick_H) && (score[7:0] < 8'd4) 
						  ||
						  (hcount >= tickp1_x2) &&
                    (hcount <  tickp1_x2 + tick_W) &&
                    (vcount >= tick_y) &&
                    (vcount <  tick_y + tick_H) && (score[7:0] < 8'd3) 
						  ||
						  (hcount >= tickp1_x3) &&
                    (hcount <  tickp1_x3 + tick_W) &&
                    (vcount >= tick_y) &&
                    (vcount <  tick_y + tick_H) && (score[7:0] < 8'd2) 
						  ||
						  (hcount >= tickp1_x4) &&
                    (hcount <  tickp1_x4 + tick_W) &&
                    (vcount >= tick_y) &&
                    (vcount <  tick_y + tick_H) && (score[7:0] < 8'd1) 
						  ||
						  (hcount >= tickp2_x1) &&
                    (hcount <  tickp2_x1 + tick_W) &&
                    (vcount >= tick_y) &&
                    (vcount <  tick_y + tick_H) && (score[15:8] < 8'd4)
						  ||
						  (hcount >= tickp2_x2) &&
                    (hcount <  tickp2_x2 + tick_W) &&
                    (vcount >= tick_y) &&
                    (vcount <  tick_y + tick_H) && (score[15:8] < 8'd3)
						  ||
						  (hcount >= tickp2_x3) &&
                    (hcount <  tickp2_x3 + tick_W) &&
                    (vcount >= tick_y) &&
                    (vcount <  tick_y + tick_H) && (score[15:8] < 8'd2)
						  ||
						  (hcount >= tickp2_x4) &&
                    (hcount <  tickp2_x4 + tick_W) &&
                    (vcount >= tick_y) &&
                    (vcount <  tick_y + tick_H) && (score[15:8] < 8'd1);
   reg [3:0] r, g, b;
   always @(posedge pixclk)  
	begin
      if (!visible)
		begin
			r <= 0;
         g <= 0;
         b <= 0;
      end
		else if (paddle1_on || paddle2_on || ball_on)
		begin
         r <= 4'hF;
         g <= 4'hF;
         b <= 4'hF;
      end
		else if (score_on)
		begin
			r <= (4'hF) / 2;
			g <= (4'hF) / 2;
			b <= (4'hF) / 2;
		end
		else
		begin
         r <= 0;
         g <= 0;
         b <= 0;
      end
   end
   assign VGA_R = r;
   assign VGA_G = g;
   assign VGA_B = b;
   assign LEDR[7:0] = last_rx_byte;
   assign LEDR[9:8] = 2'b0;
endmodule
module vga_sync_640x480_60(
   input  wire       clk,         
   output reg  [9:0] hcount = 0,  
   output reg  [9:0] vcount = 0,  
   output wire       hsync,       
   output wire       vsync,       
   output wire       visible      
);
	localparam H_VISIBLE = 640;  
   localparam H_FP      = 16;   
   localparam H_SYNC    = 96;   
   localparam H_BP      = 48;   
   localparam H_TOTAL   = H_VISIBLE + H_FP + H_SYNC + H_BP;  
   localparam V_VISIBLE = 480;  
   localparam V_FP      = 10;   
   localparam V_SYNC    = 2;    
   localparam V_BP      = 33;   
   localparam V_TOTAL   = V_VISIBLE + V_FP + V_SYNC + V_BP;  
   always @(posedge clk)
	begin
		if (hcount == H_TOTAL-1)  
		begin
			hcount <= 0;  
         if (vcount == V_TOTAL-1)  
			begin
				vcount <= 0;  
			end
			else
			begin
				vcount <= vcount + 1;
			end
	   end
	   else
	   begin
			hcount <= hcount + 1;
      end
	end
   assign hsync   = ~((hcount >= (H_VISIBLE + H_FP)) &&
                      (hcount <  (H_VISIBLE + H_FP + H_SYNC)));
   assign vsync   = ~((vcount >= (V_VISIBLE + V_FP)) &&
                      (vcount <  (V_VISIBLE + V_FP + V_SYNC)));
   assign visible = (hcount < H_VISIBLE) && (vcount < V_VISIBLE);
endmodule
module uart_rx_simple
#(
	parameter CLKS_PER_BIT = 434  
)
(
   input  wire       i_Clock,           
   input  wire       i_Rx_Serial,       
   output reg        o_Rx_DV   = 1'b0,  
   output reg [7:0]  o_Rx_Byte = 8'd0   
);
   localparam s_IDLE         = 3'b000;  
   localparam s_RX_START_BIT = 3'b001;  
   localparam s_RX_DATA_BITS = 3'b010;  
   localparam s_RX_STOP_BIT  = 3'b011;  
   localparam s_CLEANUP      = 3'b100;  
   reg [2:0] r_SM_Main      = s_IDLE;  
   reg [8:0] r_Clock_Count  = 9'd0;    
   reg [2:0] r_Bit_Index    = 3'd0;    
   reg       r_Rx_Data      = 1'b1;    
   always @(posedge i_Clock) 
	begin
		r_Rx_Data <= i_Rx_Serial;
   end
   always @(posedge i_Clock)
	begin
		case (r_SM_Main)
			s_IDLE:
			begin
				o_Rx_DV       <= 1'b0;  
            r_Clock_Count <= 0;     
            r_Bit_Index   <= 0;     
            if (r_Rx_Data == 1'b0)
				begin
					r_SM_Main <= s_RX_START_BIT;
            end
				else
				begin
					r_SM_Main <= s_IDLE;
            end
         end
         s_RX_START_BIT:
			begin
				if (r_Clock_Count == (CLKS_PER_BIT-1)/2)
				begin
					if (r_Rx_Data == 1'b0)
					begin
						r_Clock_Count <= 0;
                  r_SM_Main     <= s_RX_DATA_BITS;
               end
					else
					begin
						r_SM_Main <= s_IDLE;
					end
				end
				else
				begin
					r_Clock_Count <= r_Clock_Count + 1;
               r_SM_Main     <= s_RX_START_BIT;
            end
         end
         s_RX_DATA_BITS:
			begin
				if (r_Clock_Count == CLKS_PER_BIT-1)
				begin
					r_Clock_Count <= 0;
               o_Rx_Byte[r_Bit_Index] <= r_Rx_Data;
               if (r_Bit_Index == 3'd7)
					begin
						r_Bit_Index <= 0;
                  r_SM_Main   <= s_RX_STOP_BIT;
               end
					else
					begin
						r_Bit_Index <= r_Bit_Index + 1;
						r_SM_Main   <= s_RX_DATA_BITS;
					end
				end
				else
				begin
					r_Clock_Count <= r_Clock_Count + 1;
               r_SM_Main     <= s_RX_DATA_BITS;
            end
         end
         s_RX_STOP_BIT:
			begin
				if (r_Clock_Count == CLKS_PER_BIT-1)
				begin
					o_Rx_DV       <= 1'b1;
					r_Clock_Count <= 0;
					r_SM_Main     <= s_CLEANUP;
				end
				else
				begin
					r_Clock_Count <= r_Clock_Count + 1;
					r_SM_Main     <= s_RX_STOP_BIT;
            end
         end
			s_CLEANUP:
			begin
				r_SM_Main <= s_IDLE;
				o_Rx_DV   <= 1'b0;
			end
			default: r_SM_Main <= s_IDLE;
		endcase
   end
endmodule
```
`./run.sh`:
```
#!/bin/bash
# OpenROAD 26Q1-2900-gdf79404cd8, Yosys 0.63+post, stock flow scripts
make -C /OpenROAD-flow-scripts/flow DESIGN_CONFIG=/design/flow/config.mk WORK_HOME=/design/flow/orfs finish
```
==> reports/summary.txt <==
run status: complete, no violations
floorplan utilization: 0.307
hold path cells: 1
pwr/cell area: 276 nW/um2
max-slew violation total from the final report: 0
critical path's top delay family: buffers and inverters
chip width: 179 um
layout-stage area growth over the synthesis result: 12.6%
antenna-violating nets left: 0
type of origin of the critical path: flop
length in cells of the worst reg-to-reg path: 4
slew margin rel.: 0.498
drt via density: 4.70
worst voltage drop across the vdd grid: 0.000247 V
global-route wire length before repair: 29400 um
Synth cell types: 63
vertical die size: 179 um
number of vias in the routed layout: 5813
post-cts repair resize count: 0
Worst EP required: 4000 ps
sequential cell area fraction in the yosys report: 0.560
cell with the biggest individual delay on the critical path: sky130_fd_sc_hd__clkdlybuf4s50_1
Post-Syn Instances: 807
hold buffer count at cts: 0
Area after DPL: 10100 um2
synthesized area per cell: 11.7 um2
total power: 2940 uW
max-capacitance violation count: 0
Primary FF master, synth: sky130_fd_sc_hd__edfxtp_1
final setup TNS: 0 ps
final RePlAce weighted congestion: 0.864
Top cells excl fill/tap: sky130_fd_sc_hd__edfxtp_1 (165), sky130_fd_sc_hd__nor2_1 (100), sky130_fd_sc_hd__ha_1 (92)
final-report hold violation count: 0
IO Pins: 26
count of unclocked register or latch pins: 22
register bit total from synthesis: 182
pin count of the biggest net entering global routing: 41
met2 wire length: 7620 um
clock edge transition at the registers on the reported setup and hold paths: 60 ps
Crit. path cell count: 1
post-route fraction of the period consumed by the critical path: 0.451
number of global-route vias before repair: 5649
fraction of final layout cells sized beyond drive strength 1: 0.0534
number of antenna violations at the first check in global routing: 0
routed wirelength normalized by instance count: 14.3 um
highest-count logic cell in the final layout: sky130_fd_sc_hd__edfxtp_1
YS chip area: 9450 um2
type of the setup path with the least slack: flop to primary output
cells along the critical path: clkdlybuf4s50_1
number of DRC markers after the initial detailed-route iteration: 343
unrepaired setup endpoints after global routing: no
post-layout minimum cycle time: 2260 ps
transition at the pin with the smallest max-transition slack: 750 ps
number of antenna diodes: 0
count of buffers added by post-CTS timing repair for setup: 0
IO Port Bufs: 23
share of flip-flops with an asynchronous set or reset: 0
All-Layer GR Usage: 0.118
iteration count of the initial detailed-routing pass: 11
number of CTS-inserted buffers: 17
reported leakage power: 0.00412 uW
slack of the worst reg-to-reg path: 2770 ps
cell count listed in synth_stat.txt: 807
Setup-failing EPs final: 0
maximum single-stage delay on the critical path: 480 ps
Site Rows: 64
highest attainable clock frequency: 443 MHz
half-perimeter wire length of the detailed placement result: 12500 um
count of warnings emitted by yosys: 3
placeable core region: 30800 um2
Highest Signal Layer: met4
total length of routed wires: 17700 um
H-tree levels: 4
maximum buffer depth of the clock tree: 2
Remaining DRCs: 0
Worst Path Max Fanout: 1
tool warning count: 42
buffers plus inverters on the worst setup path: 1
clk root buf: sky130_fd_sc_hd__clkbuf_16
Met1 Wirelength: 8900 um
total global routing overflow: 0
Layout Skew: 8.65 ps
Min-Delay Path Class: flop to flop
detailed-routed wire length on met3: 1090 um
insertion delay of the later-clocked pin in the worst-skew pair: 420 ps
die area: 32200 um2
cell area after synthesis: 9450 um2
capturing element type of the critical path: primary output
cell area after layout: 10600 um2
arrival time worst endpoint: 1260 ps
post-synth tally of flip-flops with integrated enable: 165
post-route worst hold slack: 539 ps
clock tree from TritonCTS: built
number of unconstrained endpoints: 46
stage by stage:
step,util,worst slack [ps],cells
floorplan,-,808,811
finish,0.345,2740,1238
global placement,0.327,2840,1206
global route,0.345,2510,1238
CTS,0.345,2720,1238
detailed placement,0.327,2810,1206
synthesized netlist by cell type (9+ instances only):
cell | n | area [um2]
sky130_fd_sc_hd__and3_1 | 14 | 87.6
sky130_fd_sc_hd__dfxtp_1 | 17 | 340
sky130_fd_sc_hd__nand2_1 | 43 | 161
sky130_fd_sc_hd__nand4_1 | 9 | 56.3
sky130_fd_sc_hd__buf_4 | 12 | 90.1
sky130_fd_sc_hd__nor2b_1 | 11 | 68.8
sky130_fd_sc_hd__ha_1 | 92 | 1150
sky130_fd_sc_hd__a21oi_1 | 28 | 140
sky130_fd_sc_hd__nor3_1 | 13 | 65.1
sky130_fd_sc_hd__nand3_1 | 24 | 120
sky130_fd_sc_hd__nor2_1 | 100 | 375
sky130_fd_sc_hd__o21ai_0 | 21 | 105
sky130_fd_sc_hd__xnor2_1 | 35 | 307
sky130_fd_sc_hd__xor2_1 | 13 | 114
sky130_fd_sc_hd__edfxtp_1 | 165 | 4950
sky130_fd_sc_hd__nor4_1 | 9 | 56.3
sky130_fd_sc_hd__inv_1 | 73 | 274
cells by family after synthesis:
group	after synthesis	synth area share
AND/OR/NAND/NOR	267	0.141
flip-flops	182	0.560
AND-OR/OR-AND	113	0.0821
buffers and inverters	100	0.0451
adder cells (fa/ha/maj)	92	0.122
XOR/XNOR	48	0.0445
multiplexers	4	0.00477
other	1	0.000397
final timing paths:
path                      from                end
max            last_rx_byte[1]            LEDR[1]
max reg2reg  u_rx.o_Rx_Byte[0]        byte_idx[0]
min          u_rx.r_SM_Main[2]  u_rx.r_SM_Main[1]
min reg2reg  u_rx.r_SM_Main[2]  u_rx.r_SM_Main[1]
per-layer routing:
metal	vias up	track usage
li1	2966	-
met1	2687	0.184
met2	148	0.174
met3	12	0.0376
met4	0	0.0107
met5	-	0
final cells by class:
type / count / area, um2
fill: 2958 / 20200
sequential: 182 / 5300
multi-input combinational: 529 / 3750
tap: 396 / 495
clock buffer: 18 / 429
inverter: 73 / 274
timing repair buffer: 26 / 253
clock inverter: 14 / 144
where the power goes:
| part | leakage, uW | internal [uW] | switching (uW) |
|---|---|---|---|
| Sequential | 0.00166 | 1510 | 59.8 |
| Combinational | 0.00220 | 62.6 | 71.5 |
| Clock | 0.000258 | 730 | 501 |
Power and IR drop assume default switching activity.
